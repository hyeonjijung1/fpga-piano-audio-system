--- flow/run.sh ---
#!/bin/bash
# OpenROAD 26Q1-2900-gdf79404cd8, Yosys 0.63+post, stock flow scripts
make -C /OpenROAD-flow-scripts/flow DESIGN_CONFIG=/design/flow/config.mk WORK_HOME=/design/flow/orfs finish
--- flow/config.mk ---
export PLATFORM = sky130hd
export DESIGN_NAME = regn
export DESIGN_NICKNAME = regn
export VERILOG_FILES = /design/flow/design.v
export SDC_FILE = /design/flow/constraint.sdc
export NUM_CORES = 4
export LEC_CHECK = 1
export CORE_AREA = 10 10 70 70
export DIE_AREA = 0 0 80 80
--- flow/constraint.sdc ---
current_design regn

set clk_period 1.0
set clk_io_pct 0.2

create_clock -name clk0 -period $clk_period [get_ports {Clock}]

set non_clock_inputs [all_inputs -no_clocks]
set_input_delay [expr $clk_period * $clk_io_pct] -clock clk0 $non_clock_inputs
set_output_delay [expr $clk_period * $clk_io_pct] -clock clk0 [all_outputs]
--- flow/design.v ---
module hexadecimaldisplay(C, Display); input [3:0] C;
output [6:0] Display; wire [6:0] h;
wire [1:4] x;
assign x = C;
assign h[0] = (x[1] & ~x[3] & ~x[4]) | (x[1] & ~x[2] & ~x[3]) | (x[3] & ~x[4]) | (x[1] & x[2] & x[3]) | ( ~x[2] & ~x[4]) | (~x[1] & x[3]) | (~x[1] & x[2] & x[4]);
assign h[1] = (~x[2]& ~x[4]) | (~x[1] & ~x[2]) | (~x[1] & ~x[3] & ~x[4]) | (~x[1] & x[3] & x[4]) | (x[1] & ~x[3] & x[4]);
assign h[2] = (~x[1] & x[2]) | (~x[3] & x[4]) | (~x[2] & x[3] & x[4]) | (x[1] & ~x[2] & x[3] & ~x[4]) | (x[1] & ~x[2]) | (~x[1] & x[2] & x[3] & ~x[4]) | (~x[1] & ~x[3] & ~x[4]);
assign h[3] = (~x[1]& ~x[2] & ~x[3] & ~x[4]) | (x[2] & ~x[3] & x[4]) | (~x[3] & ~x[4] & x[1]) |(x[4] & x[1] & ~x[2]) | (x[2] & x[3] & ~x[4]) | (~x[1] & ~x[2] & x[3]);
 assign h[4] = (~x[1]& ~x[2] & ~x[3] & ~x[4]) | (~x[3] & ~x[4] & x[1]) | ( x[3] & x[4] & x[1]) | (x[3] & ~x[4]) | (x[1] & x[2]);
assign h[5] = (~x[3] & ~x[4]) | (~x[1] & x[2] & ~x[3]) | (x[1] & x[2] & x[3]) | (x[1] & ~x[2]) | (x[2] & x[3] & ~x[4]);
assign h[6] = (x[1] & ~x[2]) | (x[3] & ~x[4]) | (~x[1] & ~x[2] & x[3]) | (x[1] & x[2] & x[4]) | (~x[1] & x[2] & ~x[3]);
assign Display = ~h;
endmodule
module regn(R, Resetn, E, Clock, Q); input [5:0] R;
input Resetn, E, Clock;
output reg [5:0] Q;
always @(posedge Clock) if (!Resetn)
Q <= 0; else if (E)
Q <= R; endmodule
==> results_slide.txt <==
Synthesis and Place & Route Summary

Clock tree
  • Root buffer cell: clkbuf_4
  • Clk sinks: 6
  • Late-Pin Clk Latency: approximately 240 ps
  • Clock Path Buffers: 2
  • CTS tree: yes
  • H-tree Lvls: 1
  • Clock-pin transition on the worst setup and hold timing paths: 40 ps
  • Hold_buf cts: 0
  • Post-CTS Setup Bufs: 0
  • Num CTS Buffers: 3

Global routing
  • Overflow after GRT: 0
  • Initial antenna violation count: 0
  • Gr usage total: 1.672%
  • Vias in the first global route: ~190
  • Largest net degree at the start of global routing: 7
  • Global-route wire length before repair: 883 um

Yosys
  • EDFF count, synth: 0
  • Most frequent cells after synthesis: dfxtp_1, mux2i_1, nor2b_1
  • Adder share: 0%
  • Simple share: 16.39%
  • FF+latch count, synth: 6
  • Ys Warns: 1
  • Synth unique cells: 4
  • Dominant comb cell: multiplexers
  • Ys cells: 19
  • Dominant flop cell: dfxtp_1
  • Seq share, synth: 52.46%
  • Synth async-reset ratio: 0%
  • Yosys aoi share: 0%
  • Cell taking the most area after synthesis: dfxtp_1
  • Top cells by area: dfxtp_1, mux2i_1, nor2b_1, buf_6
  • Mux share: a little over a quarter
  • Cells after synthesis: 19
  • Yosys top cell area share: 52.46%
  • YS chip area: 229.0 sq um
  • Netlist Area Pre-Place: 229.0 sq um
  • Syn avg cell area: 12.05 sq um
  • Xor/xnor cell area share of the yosys netlist: 0%

STA
  • Fin Hold WS: between 500 and 600 ps
  • Relative slew slack: 90.23%
  • RSZ-0062 raised after global routing: yes
  • Final min period: between 900 and 1000 ps
  • # setup viols final: 0
  • Fmax: 1049 MHz
  • Fin worst setup slack: between 40 and 50 ps
  • Total negative slack: 0 ps
  • Fin crit share: 95.30%
  • Worst-Margin Slew: 142.4 ps
  • Worst Skew: 0 ps
  • Pins over their slew limit: 0
  • Final Hold Violation Tally: 0

Final layout
  • Max FFs per register: 6
  • Synth-to-Final Area Change: 102.7%
  • Finished Cell Area: 464.2 sq um
  • Reg with most FFs: Q
  • Fin util: 13.59%
  • Top flop regs: Q: 6 flops
  • Finished Layout Cells: around 83
  • Fill cells: between 300 and 400
  • Share of cells above drive strength 1: 29.73%

Die
  • FP Core Util: under 10%
  • Die Width: 80 um
  • Die ar.: roughly 0.0064 sq mm
  • Die Height: roughly 80 um
  • Top-level I/O count: 15
  • Core area: 0.003416 sq mm
  • FP Rows: 21

Route
  • Initial DRC count: 0
  • Post-route antenna net violation count: 0
  • DR WL met3: approximately 120 um
  • Highest routed metal layer: met4
  • Via density: roughly 2.3
  • DR vias: between 150 and 200
  • Routed length on met1: 220 um
  • DR WL met2: roughly 200 um
  • Wire per inst: 6.928 um
  • Number of diodes: 0
  • Drt drc: 0
  • Total Wirelength: about 580 um
  • Drt pass-1 iters: 1

Place
  • Routability cong.: roughly 0.74
  • Dpl hpwl: 491.8 um
  • DP Area: 430.4 sq um
  • I/O Buffers: 14
  • Placed cells: ~80
  • Setup WS pre-CTS: -182.8 ps

Run
  • Total of max-cap violations: 0
  • Tally of OpenROAD warnings: 26

Critical path
  • Worst setup EP type: register
  • Startpoint types: input pin
  • CP arrival: 1080 ps
  • Critical path required time: 1120 ps
  • Worst-path maximum fanout: 3
  • CP Class: in2reg

Power
  • Pleak: ~0.18 nW
  • Worst vdd ir: 212.9 uV
  • Cell area power density: roughly 1200 mW/mm^2
  • Total power draw: about 0.56 mW

Min path
  • Worst hold path class: reg2reg

Outcome
  • Outcome: finished clean
-- kinds of logic (layout without fill, tap and decap cells) --
| family | count (synthesis) | in the layout |
|---|---|---|
| flip-flops | 6 | 6 |
| buffers and inverters | 1 | 19 |
| AND/OR/NAND/NOR | 6 | 6 |
| multiplexers | 6 | 6 |
-- layout by cell type (no fill, tap or decap), drive strengths merged --
cell type	count
clkdlybuf4s50	8
dfxtp	6
mux2i	6
nor2b	6
clkdlybuf4s15	6
clkbuf	3
buf	2
-- timing repair --
| item | 4_1_cts | 5_1_grt |
|---|---|---|
| endpoints found under the setup margin | 6 | 7 |
| gates resized | 12 | 7 |
| pin swaps | 0 | 0 |
-- metal layers --
metal / vias to the layer above / global-route usage, %
li1: 100 / -
met1: 72 / 1.676
met2: 16 / 2.167
met3: 2 / 1.364
met4: 0 / 1.408
met5: - / 0
-- report_power, final --
part	switching, mW	internal (mW)	total [mW]
Sequential	0.00638	0.258	0.264
Clock	0.0712	0.135	0.206
Combinational	0.0219	0.0667	0.0887
Total	0.0995	0.459	0.558
-- critical path, cell delays in order --
cell and delay (ps):
clkdlybuf4s50_1 490, buf_4 140, mux2i_1 180, nor2b_1 60
-- final cells by class --
class,instances,area [sq um],share of cell area [%]
clock buffers,3,22.52,4.852
flip-flops and latches,6,127.6,27.49
well taps,46,57.56,12.40
repair buffers,16,158.9,34.23
multi-input cells,12,97.59,21.02
-- path summary, 6_finish.rpt --
check,slack (ps),end,from,cells past startpoint
worst max-delay path,50,Q[2],E,4
worst min-delay path,500,Q[1],Q[1],2
worst max register to register,390,Q[4],Q[4],2
worst min register to register,500,Q[1],Q[1],2
Power figures rest on the tool's default switching activity, not on a simulated workload.
